File: flow/design.v
interface ahb_intf(input logic HCLK);
        logic HRESETn;
        logic HREADY;
        logic [1:0] HTRANS;
        logic [2:0] HBURST;
        logic [2:0] HSIZE;
        logic HWRITE;
        logic HSEL;
        logic [31:0] HADDR;
        logic [31:0] HWDATA;
        logic [31:0] HRDATA;
        logic [1:0] HRESP;
        clocking mdrv_cb@(posedge HCLK);
                default input #1 output #0;
                output HRESETn;
                output HTRANS;
                output HBURST;
                output HSIZE;
                output HWRITE;
                output HADDR;
                output HWDATA;
                input HREADY;
                input HRESP;
        endclocking
        clocking mmon_cb@(posedge HCLK);
                default input #1 output #0;
                input HRESETn;
                input HREADY;
                input HTRANS;
                input HBURST;
                input HSIZE;
                input HWRITE;
                input HADDR;
                input HWDATA;
                input HRESP;
                input HRDATA;
        endclocking
        clocking sdrv_cb@(posedge HCLK);
                default input #1 output #0;
                input HTRANS;
                output HRESETn;
                input HBURST;
                input HSIZE;
                output HWRITE;
                output HADDR;
                input HSEL;
                input HWDATA;
                input HREADY;
                output HRESP;
                output HRDATA;
        endclocking
        clocking smon_cb@(posedge HCLK);
                default input #1 output #0;
                input HREADY;
                input HTRANS;
                input HBURST;
                input HSIZE;
                input HWRITE;
                input HADDR;
                input HSEL;
                input HWDATA;
                input HRESP;
                input HRDATA;
        endclocking
        modport MDRV_MP(clocking mdrv_cb, input HRESETn);
        modport MMON_MP(clocking mmon_cb, input HRESETn);
        modport SDRV_MP(clocking sdrv_cb, input HRESETn);
        modport SMON_MP(clocking smon_cb, input HRESETn);
endinterface
module ahb_to_sram #(
  parameter ADDR_WIDTH          = 32,
  parameter ENDIANNESS          = 0
)
(
  input  wire                    hclk     ,
  input  wire                    hresetn  ,
  input  wire                    hsel     ,
  input  wire                    hready   ,
  input  wire              [1:0] htrans   ,
  input  wire              [2:0] hsize    ,
  input  wire                    hwrite   ,
  input  wire   [31:0] haddr    ,
  input  wire             [31:0] hwdata   ,
  output wire                    hreadyout,
  output wire                    hresp    ,
  output wire             [31:0] hrdata   ,
  input  wire             [31:0] sram_rdata,
  output wire   [ADDR_WIDTH-3:0] sram_addr,
  output wire              [3:0] sram_wen,
  output wire             [31:0] sram_wdata,
  output wire                    sram_cs  
);
  reg  [(ADDR_WIDTH-3):0]   buf_addr;
  reg  [ 3:0]               buf_we;
  reg                       buf_hit;
  reg  [31:0]               buf_data;
  reg                       buf_pend;
  reg                       buf_data_en;
  wire        ahb_access   = htrans[1] & hsel & hready;
  wire        ahb_write    = ahb_access &  hwrite;
  wire        ahb_read     = ahb_access & (~hwrite);
  wire [1:0]  unused       = {hsize[2],htrans[0]};
  wire        buf_pend_nxt = (buf_pend | buf_data_en) & ahb_read;
  wire        ram_write    = (buf_pend | buf_data_en)  & (~ahb_read);
  assign      sram_wen  = {4{ram_write}} & buf_we[3:0];
  assign      sram_addr = ahb_read ? haddr[ADDR_WIDTH-1:2] : buf_addr;
  assign      sram_cs   = (ahb_read | ram_write) ;
  wire       tx_byte    = (~hsize[1]) & (~hsize[0]);
  wire       tx_half    = (~hsize[1]) &  hsize[0];
  wire       tx_word    =   hsize[1];
  wire       byte_at_00;
  wire       byte_at_01;
  wire       byte_at_10;
  wire       byte_at_11;
  wire       half_at_00;
  wire       half_at_10;
  generate
    if(ENDIANNESS == 2) begin: WORD_BIG_ENDIAN
      assign       byte_at_00 = tx_byte &   haddr[1]  &   haddr[0];
      assign       byte_at_01 = tx_byte &   haddr[1]  & (~haddr[0]);
      assign       byte_at_10 = tx_byte & (~haddr[1]) &   haddr[0];
      assign       byte_at_11 = tx_byte & (~haddr[1]) & (~haddr[0]);
      assign       half_at_00 = tx_half &   haddr[1];
      assign       half_at_10 = tx_half & (~haddr[1]);
    end
    else begin : LITTLE_OR_BYTE_BIG_ENDIAN
      assign       byte_at_00 = tx_byte & (~haddr[1]) & (~haddr[0]);
      assign       byte_at_01 = tx_byte & (~haddr[1]) &   haddr[0];
      assign       byte_at_10 = tx_byte &   haddr[1]  & (~haddr[0]);
      assign       byte_at_11 = tx_byte &   haddr[1]  &   haddr[0];
      assign       half_at_00 = tx_half & (~haddr[1]);
      assign       half_at_10 = tx_half &   haddr[1];
    end
  endgenerate
  wire       word_at_00 = tx_word;
  wire       byte_sel_0 = word_at_00 | half_at_00 | byte_at_00;
  wire       byte_sel_1 = word_at_00 | half_at_00 | byte_at_01;
  wire       byte_sel_2 = word_at_00 | half_at_10 | byte_at_10;
  wire       byte_sel_3 = word_at_00 | half_at_10 | byte_at_11;
  wire [3:0] buf_we_nxt = { byte_sel_3 & ahb_write,
                           byte_sel_2 & ahb_write,
                           byte_sel_1 & ahb_write,
                           byte_sel_0 & ahb_write };
  always @(posedge hclk or negedge hresetn)
    if (~hresetn)
      buf_data_en <= 1'b0;
    else
      buf_data_en <= ahb_write;
  always @(posedge hclk or negedge hresetn)
    if (~hresetn)
     buf_data <= {32{1'b0}};
    else begin
      if (buf_we[3] & buf_data_en)
        buf_data[31:24] <= hwdata[31:24];
      if(buf_we[2] & buf_data_en)
        buf_data[23:16] <= hwdata[23:16];
      if(buf_we[1] & buf_data_en)
        buf_data[15: 8] <= hwdata[15: 8];
      if(buf_we[0] & buf_data_en)
        buf_data[ 7: 0] <= hwdata[ 7: 0];
    end
  always @(posedge hclk or negedge hresetn)
    if (~hresetn)
      buf_we <= 4'b0000;
    else if(ahb_write)
      buf_we <= buf_we_nxt;
  always @(posedge hclk or negedge hresetn)
  begin
    if (~hresetn)
      buf_addr <= {(ADDR_WIDTH-2){1'b0}};
    else if (ahb_write)
      buf_addr <= haddr[(ADDR_WIDTH-1):2];
  end
  wire  buf_hit_nxt = (haddr[ADDR_WIDTH-1:2] == buf_addr[ADDR_WIDTH-3:0]);
  wire [ 3:0] merge1  = {4{buf_hit}} & buf_we;
  assign hrdata =
    { merge1[3] ? buf_data[31:24] : sram_rdata[31:24],
      merge1[2] ? buf_data[23:16] : sram_rdata[23:16],
      merge1[1] ? buf_data[15: 8] : sram_rdata[15: 8],
      merge1[0] ? buf_data[ 7: 0] : sram_rdata[ 7: 0] };
  always @(posedge hclk or negedge hresetn)
    if (~hresetn)
      buf_hit <= 1'b0;
    else if(ahb_read)
      buf_hit <= buf_hit_nxt;
  always @(posedge hclk or negedge hresetn)
    if (~hresetn)
      buf_pend <= 1'b0;
    else
      buf_pend <= buf_pend_nxt;
  assign sram_wdata = (buf_pend) ? buf_data : hwdata[31:0];
  assign hreadyout = 1'b1;
  assign hresp     = 1'b0;
  endmodule
  module sram (
  input clk,
  input sram_wen,
  input sram_cs,
  input [7:0] sram_addr,   
  input [7:0] sram_rdata,    
  output reg [7:0] sram_wdata
);
  parameter ADDRESS_WIDTH = 8; 
  parameter DATA_WIDTH = 8;
  reg [DATA_WIDTH-1:0] mem [2**ADDRESS_WIDTH-1:0];
  always @(posedge clk) begin
    if (sram_wen) begin
      mem[sram_addr] <= sram_rdata;
    end else if (sram_cs) begin
      sram_wdata <= mem[sram_addr];
    end
  end
endmodule
File: flow/run.sh
#!/bin/bash
# OpenROAD 26Q1-2900-gdf79404cd8, Yosys 0.63+post, stock flow scripts
make -C /OpenROAD-flow-scripts/flow DESIGN_CONFIG=/design/flow/config.mk WORK_HOME=/design/flow/orfs finish
File: flow/config.mk
export PLATFORM = sky130hd
export DESIGN_NAME = sram
export DESIGN_NICKNAME = sram
export VERILOG_FILES = /design/flow/design.v
export SDC_FILE = /design/flow/constraint.sdc
export NUM_CORES = 4
export LEC_CHECK = 1
export CORE_UTILIZATION = 40
export SYNTH_HDL_FRONTEND = slang
File: flow/constraint.sdc
current_design sram

set clk_period 10.2
set clk_io_pct 0.2

create_clock -name clk0 -period $clk_period [get_ports {clk}]

set non_clock_inputs [all_inputs -no_clocks]
set_input_delay [expr $clk_period * $clk_io_pct] -clock clk0 $non_clock_inputs
set_output_delay [expr $clk_period * $clk_io_pct] -clock clk0 [all_outputs]
==> impl_metrics.csv <==
group,metric,value,unit
job,drv_cap,0,
die,dieArea,0.198,mm^2
sta,hold_viol,0,
routing,top_layer_used,"met5",
setup_path,crit_slowest_cell,"o41ai_1",
synth,edf_count,2056,
sta,slew-limit-headroom,19.8,%
routing,viasPerCell,5.66,
die,core,0.195,mm^2
sta,setup_tns,0,ns
clock_tree,cts-buffers-inserted,199,
layout,utilization,45.5,%
synth,yosys_warnings,0,
routing,via_count,36891,
setup_path,cp_max_fo,81,
routing,drtIter0Drc,2506,
routing,totalWireLength,190,mm
routing,route.met3.wl,29.5,mm
pwr,pwr_density_cell,191,mW/mm^2
sta,slew_viol_final,0,
grt,gr-total-overflow,0,
synth,synth_cells,3547,
routing,wire_per_inst,29.2,um
setup_path,crit_buf_inv,4,
sta,skew,0.0290,ns
synth,numSynthFlops,2056,
die,die_y,445,um
routing,drtAntennaViolNets,0,
place,place.gp.congestion,0.866,
synth,postSynthSeqShare,78.6,%
routing,drcViolationCount,0,
grt,grt_pass1_wl,280,mm
status,outcome,"finished clean",
layout,drive_gt1_share,25.4,%
pwr,p_sw,3.56,mW
routing,wl_met2,91.0,mm
clock_tree,htreeDepth,4,
place,placedCellCount,6157,
die,num_io_pins,27,
routing,met1Wirelength,64.4,mm
synth,yosysTopAreaCellShare,78.6,%
pwr,pwr-share-seq,55.0,%
synth,ys.flop_type,"edfxtp_1",
place,placed_area,0.0827,mm^2
setup_path,critPathKind,"primary input to flip-flop",
synth,ys_top_cells_by_area,"edfxtp_1, mux4_2, a22oi_1",
pwr,switching_share,21.0,%
clock_tree,clkTransAtPathRegs,0.06,ns
pwr,clock_power_share,40.5,%
synth,yosys.cell_types.count,20,
synth,syn_area_per_cell,22.1,um^2
clock_tree,worstSkewPairLatency,0.84,ns
clock_tree,post_cts_resized,0,
sta,period_used_share,57.5,%
sta,finalSetupViolations,0,
pwr,internal_power,13.4,mW
layout,areaGrowthSynthToFinish,12.9,%
clock_tree,cts_root_buffer,"clkbuf_16",
setup_path,worstPathRequired,10.71,ns
clock_tree,cts.sinks,2056,
layout,fin_cells,6516,
setup_path,end_kind,"flip-flop",
die,rows,162,
synth,yosysMostFrequentCell,"edfxtp_1",
synth,ys_area,0.0786,mm^2
pwr,leakagePower,26.7,nW
clock_tree,postCtsSetupBuffers,0,
setup_path,critPathMostFrequentCell,"buf_4",
clock_tree,cts_buffer_depth,3,
setup_path,cpPeakStageDelay,0.98,ns
job,openroad.warnings,30,
die,initial_core_util,40.3,%
sta,rsz0062_at_grt,"no",
sta,post-route-min-period,5.86,ns
pwr,peakVddDrop,0.000171,V
grt,grt_usage,21.6,%
clock_tree,cts_tree,"done",
synth,top_area_cell,"edfxtp_1",
grt,grt_pass1_vias,41283,
layout,postLayoutCellArea,0.0887,mm^2
sta,fmax,171,MHz
pwr,combPwrFrac,4.5,%
clock_tree,hold_buffers,0,
synth,synth.top_cells.by_count,"edfxtp_1, mux4_2, a22oi_1",
grt,grt_max_degree,142,
synth,mappedNetlistArea,0.0786,mm^2
die,fp.dieW,445,um
synth,ys_async_sr_fraction,0,%
grt,antenna_found_initial,4,
setup_path,cp-start-kind,"primary input",
min_path,worstHoldPathType,"flip-flop to flip-flop",
setup_path,worstPathCellList,"buf_8, buf_4, buf_12, buf_4, mux4_2, a22oi_1, a21oi_1, o41ai_1, nand4_1",
setup_path,critPathTopFamily,"buffers and inverters",
synth,ys_cells,3547,
routing,antenna_cells_inserted,0,
place,hpwl,114,mm
routing,drtPass1Iterations,5,
sta,tightest_slew,1.19,ns
setup_path,crit_arrival,6.37,ns
place,io_buffers,26,
pwr,power,17.0,mW
-- worst register-to-register path, stage by stage, from the launching register on --
cell and delay (ns):
edfxtp_1 0.36, mux4_2 0.47, a22oi_1 0.30, a21oi_1 0.18
o41ai_1 1.07, nand4_1 0.19
-- path summary, 6_finish.rpt --
check	slack, ns	cells after the start	from	endpoint
setup / recovery	4.34	9	sram_addr[1]	sram_wdata[1]
hold / removal	1.11	5	mem[240][7]	sram_wdata[7]
setup reg to reg	7.32	5	mem[127][0]	sram_wdata[0]
hold reg to reg	1.11	5	mem[240][7]	sram_wdata[7]
-- cell usage in the layout, fill, tap and decap left out, types with 2 or more instances in the layout --
cell type	synthesis	final
nand2b_1	6	4
clkinvlp_4	0	6
clkinv_2	0	26
edfxtp_1	2056	2056
and2_1	3	2
clkinv_8	0	4
buf_4	20	185
nand3_2	0	2
o41ai_2	0	11
nor2_1	229	228
nor2b_1	8	6
nor2b_4	0	2
nand2_1	29	28
bufinv_16	0	8
a21oi_1	128	128
or2_2	2	2
inv_6	0	5
nor3_1	33	33
clkdlybuf4s50_1	0	16
o41ai_1	32	21
nand2b_2	0	2
buf_8	0	10
nand3_1	12	10
clkbuf_1	138	54
buf_12	0	7
a22oi_1	256	256
mux4_2	512	512
clkbuf_16	0	202
nand4_1	8	8
clkinv_1	0	53
-- cells by family (layout without fill, tap and decap cells) --
logic type,after synthesis,after routing,share of synthesized area (%)
buffers and inverters,233,578,1.38
DFF,2056,2056,78.6
muxes,512,512,14.7
and+or+nand+nor,330,330,1.73
AOI/OAI and AO/OA,416,416,3.62
-- sequential cells by signal (all words and copies together) (netlist names) --
signal / flops
mem: 2048
sram_wdata: 8
-- power groups by stage --
stage	clock network [mW]	registers, mW	logic (mW)
CTS	7.01	9.32	0.781
global route	7.32	9.32	0.828
finish	6.87	9.32	0.765
-- cell type report --
cell class / count / area, um^2
clock inverters: 103 / 743
inverters: 1 / 3.75
well taps: 2624 / 3280
repair buffers: 218 / 1840
clock buffers: 256 / 5260
multi-input cells: 1258 / 15900
flip-flops and latches: 2056 / 61700
fillers: 16008 / 106000
-- through the flow --
| step | hold WS [ns] | setup slack (ns) |
|---|---|---|
| floorplan | 0.896 | 5.98 |
| global placement | 1.07 | 2.82 |
| detailed placement | 1.08 | 3.16 |
| CTS | 1.11 | 4.06 |
| global route | 1.17 | 4.07 |
| finish | 1.11 | 4.34 |
-- per-layer routing --
layer	GRT usage, %	up-vias
met2	31.5	2007
met4	4.46	16
met5	0.440	-
met1	28.1	19073
met3	14.9	303
li1	-	15492
Power is estimated from default activity; no workload was simulated.
