`flow/design.v`:
```
interface ahb_intf(input logic HCLK);
        logic HRESETn;
        logic HREADY;
        logic [1:0] HTRANS;
        logic [2:0] HBURST;
        logic [2:0] HSIZE;
        logic HWRITE;
        logic HSEL;
        logic [31:0] HADDR;
        logic [31:0] HWDATA;
        logic [31:0] HRDATA;
        logic [1:0] HRESP;
        clocking mdrv_cb@(posedge HCLK);
                default input #1 output #0;
                output HRESETn;
                output HTRANS;
                output HBURST;
                output HSIZE;
                output HWRITE;
                output HADDR;
                output HWDATA;
                input HREADY;
                input HRESP;
        endclocking
        clocking mmon_cb@(posedge HCLK);
                default input #1 output #0;
                input HRESETn;
                input HREADY;
                input HTRANS;
                input HBURST;
                input HSIZE;
                input HWRITE;
                input HADDR;
                input HWDATA;
                input HRESP;
                input HRDATA;
        endclocking
        clocking sdrv_cb@(posedge HCLK);
                default input #1 output #0;
                input HTRANS;
                output HRESETn;
                input HBURST;
                input HSIZE;
                output HWRITE;
                output HADDR;
                input HSEL;
                input HWDATA;
                input HREADY;
                output HRESP;
                output HRDATA;
        endclocking
        clocking smon_cb@(posedge HCLK);
                default input #1 output #0;
                input HREADY;
                input HTRANS;
                input HBURST;
                input HSIZE;
                input HWRITE;
                input HADDR;
                input HSEL;
                input HWDATA;
                input HRESP;
                input HRDATA;
        endclocking
        modport MDRV_MP(clocking mdrv_cb, input HRESETn);
        modport MMON_MP(clocking mmon_cb, input HRESETn);
        modport SDRV_MP(clocking sdrv_cb, input HRESETn);
        modport SMON_MP(clocking smon_cb, input HRESETn);
endinterface
module ahb_to_fifo #(parameter DWIDTH = 32,
	                parameter AWIDTH = 32,
                    parameter DEPTH=1<<AWIDTH) 
              (hclk, 
               hreset, 
               hsel, 
               haddr, 
               hburst, 
               htrans, 
               hrdata, 
               hwdata, 
               hwrite, 
               hready, 
               hresp, 
               hsize,
               hmastlock,
               rdata,
  			   wdata,
  			   fifowr, 
  			   fiford,
  			   waddr, 
  			   raddr);
input               hclk;            
input               hreset;
input               hsel; 
input  	  [31:0]    haddr; 
input     [2:0]     hburst; 
input     [1:0]     htrans; 
input     [31:0]    hwdata; 
input               hwrite; 
  input     [2:0]     hsize;
input               hmastlock;
output    [1:0]     hresp; 
output    [31:0]    hrdata; 
output              hready;
input     [31:0]    rdata;
output              fiford;
output   [31:0]    raddr;
  output    [31:0]    waddr;
output    [31:0]    wdata;
output              fifowr;
  wire      [1:0]           hresp;
  wire      [DWIDTH-1:0]    hrdata; 
  reg                       hready;
  wire      [DWIDTH-1:0]    wdata; 
  reg       [AWIDTH-1:0]    waddr,raddr; 
  reg                	    fifowr;
  reg		                fiford;  
  wire                wen; 
  wire                ren;
  wire                ready_en; 
assign hresp = 2'b00; 
always@(posedge hclk or negedge hreset) 
begin  
  if(!hreset) begin 
    waddr <= {AWIDTH{1'b0}};
    raddr <= {AWIDTH{1'b0}};
  end 
  else if (hsel == 1'b1) begin 
    waddr <= haddr[AWIDTH-1:2]; 
    raddr <= haddr[AWIDTH-1:2]; 
  end 
end 
assign wen = hsel & htrans[1] & hwrite; 
assign ren = hsel & htrans[1] & !hwrite; 
always@(posedge hclk or negedge hreset) 
begin 
  if(!hreset) begin 
    fifowr <= 1'b0; 
  end else if(wen)begin 
    fifowr <= 1'b1; 
  end 
  else 
     fifowr <= 1'b0;
end 
  always@(posedge hclk or negedge hreset) 
begin 
  if(!hreset) begin 
    fiford <= 1'b0;  
  end else if(ren) begin 
    fiford <= 1'b1; 
  end 
  else
     fiford <= 1'b0;
end 
assign wdata = hwdata; 
assign hrdata= rdata; 
assign ready_en = hsel & htrans[1]; 
always@(posedge hclk or negedge hreset) 
begin 
  if(!hreset) begin 
    hready <= 1'b0; 
  end else if(ready_en) begin 
    hready <= 1'b1; 
  end else begin 
    hready <= 1'b0; 
  end 
end 
endmodule
module asyn_fifo #(parameter DWIDTH = 32,
	       parameter AWIDTH = 32,
	       parameter DEPTH=1<<AWIDTH)
	      (output    [DWIDTH-1:0]	rdata,
	       output				wfull,
	       output   			rempty,
	       input	      [DWIDTH-1:0]	wdata,
	       input				fifowr, wclk, wrst,
	       input				fiford, rclk, rrst);
wire	[AWIDTH-1:0] 	waddr, raddr;
  wire	[AWIDTH:0] 	wptr, rptr, wclk2_rptr, rclk2_wptr;
  sync_rw	sync_rw	(.wclk2_rptr(wclk2_rptr), 
		.rptr(rptr),
		.wclk(wclk), 
		.wrst(wrst));
  sync_wr	sync_wr	(.rclk2_wptr(rclk2_wptr), 
		.wptr(wptr),
		.rclk(rclk), 
		.rrst(rrst));
fifo_mem #(DWIDTH, AWIDTH) fifo_mem
		(.wdata(wdata),.rdata(rdata),
		.waddr(waddr), .raddr(raddr),
		.wclken(fifowr), .wfull(wfull),
                .wclk(wclk));
rptr_empty #(AWIDTH) rptr_empty
		(.rempty(rempty),
		.raddr(raddr),
		.rptr(rptr), 
               .rclk2_wptr(rclk2_wptr),
		.fiford(fiford), .rclk(rclk),
		.rrst(rrst));
wptr_full #(AWIDTH) wptr_full
		(.wfull(wfull), .waddr(waddr),
                .wptr(wptr), .wclk2_rptr(wclk2_rptr),
		.fifowr(fifowr), .wclk(wclk),
		.wrst(wrst));
endmodule
module fifo_mem #(parameter DWIDTH = 32,
		 parameter AWIDTH = 32,
                parameter DEPTH=1<<AWIDTH)
(output [DWIDTH-1:0] rdata, 
 input	[DWIDTH-1:0] wdata,
 input	[AWIDTH-1:0] waddr, raddr,
 input	wclken, wfull, wclk);
reg [DWIDTH-1:0] mem [0:DEPTH-1];
assign rdata = mem[raddr]; 
always @(posedge wclk)
if (wclken && !wfull) 
  mem[waddr] <= wdata;
 endmodule
module sync_rw #(parameter AWIDTH = 32) 
		(output reg [AWIDTH:0] wclk2_rptr,
                input	[AWIDTH:0] rptr,
		input	wclk, wrst); 
		reg [AWIDTH:0] wclk1_rptr;
always @(posedge wclk or negedge wrst) 
if (!wrst) 
{wclk2_rptr,wclk1_rptr} <= 0;
else	
{wclk2_rptr,wclk1_rptr} <= {wclk1_rptr,rptr};
 endmodule
module sync_wr #(parameter AWIDTH = 32) 
  (output reg [AWIDTH:0] rclk2_wptr,
   input	[AWIDTH:0] wptr,
		input	rclk, rrst); 
  reg [AWIDTH:0] rclk1_wptr;
always @(posedge rclk or negedge rrst) 
if (!rrst) 
{rclk2_wptr,rclk1_wptr} <= 0;
else	
{rclk2_wptr,rclk1_wptr} <= {rclk1_wptr,wptr};
endmodule
module rptr_empty #(parameter AWIDTH= 32) 
		   (output reg			rempty,
		    output 	[AWIDTH-1:0] 	raddr, 
            output reg  [AWIDTH:0] 	rptr, 
            input 	[AWIDTH:0]      rclk2_wptr,
		    input		        fiford, rclk, rrst);
  reg	[AWIDTH:0] rbin;
wire		     rempty_val;
  wire    [AWIDTH:0] rgraynext, rbinnext;
always @(posedge rclk or negedge rrst) 
if (!rrst) 
{rbin, rptr} <= 0;
else	
{rbin, rptr} <= {rbinnext, rgraynext};
assign raddr	= rbin[AWIDTH-1:0];
assign rbinnext	= rbin + (fiford & ~rempty); 
assign rgraynext = (rbinnext>>1) ^ rbinnext;
assign rempty_val = (rgraynext == rclk2_wptr);
always @(posedge rclk or negedge rrst)
 if (!rrst) 
rempty <= 1'b1;
else	
rempty <= rempty_val;
endmodule
module wptr_full #(parameter AWIDTH = 32) 
		  (output reg	wfull,
		   output	[AWIDTH-1:0] waddr, 
           output reg 	[AWIDTH:0] wptr,
           input	[AWIDTH:0] wclk2_rptr,
		   input	fifowr, wclk, wrst);
  reg	[AWIDTH:0] wbin;
wire		   wfull_val;
  wire 	[AWIDTH:0] wgraynext, wbinnext;
always @(posedge wclk or negedge wrst) 
if (!wrst) 
{wbin, wptr} <= 0;
else	
{wbin, wptr} <= {wbinnext, wgraynext};
  assign waddr = wbin[AWIDTH-1:0];
assign wbinnext	= wbin + (fifowr & ~wfull); 
assign wgraynext = (wbinnext>>1) ^ wbinnext;
assign wfull_val = (wgraynext=={~wclk2_rptr[AWIDTH:AWIDTH-1],wclk2_rptr[AWIDTH-2:0]});
always @(posedge wclk or negedge wrst)
 if (!wrst)
 wfull	<= 1'b0;
else	wfull	<= wfull_val; 
endmodule
```
`flow/run.sh`:
```
#!/bin/bash
# OpenROAD 26Q1-2900-gdf79404cd8, Yosys 0.63+post, stock flow scripts
make -C /OpenROAD-flow-scripts/flow DESIGN_CONFIG=/design/flow/config.mk WORK_HOME=/design/flow/orfs finish
```
`flow/config.mk`:
```
export PLATFORM = sky130hd
export DESIGN_NAME = ahb_to_fifo
export DESIGN_NICKNAME = ahb_to_fifo
export VERILOG_FILES = /design/flow/design.v
export SDC_FILE = /design/flow/constraint.sdc
export NUM_CORES = 4
export LEC_CHECK = 1
export CORE_AREA = 10 10 119 119
export DIE_AREA = 0 0 129 129
export SYNTH_HDL_FRONTEND = slang
```
`flow/constraint.sdc`:
```
current_design ahb_to_fifo

set clk_period 1.0
set clk_io_pct 0.2

create_clock -name clk0 -period $clk_period [get_ports {hclk}]

set non_clock_inputs [all_inputs -no_clocks]
set_input_delay [expr $clk_period * $clk_io_pct] -clock clk0 $non_clock_inputs
set_output_delay [expr $clk_period * $clk_io_pct] -clock clk0 [all_outputs]
```
==> results_dict.tcl <==
# yosys + openroad results
set metrics [dict create \
    post-route-util 0.248 \
    worstPathCellList "buf_6 > buf_6" \
    yosys_warnings 0 \
    start_kind "flip-flop" \
    synth.largest_area_cell "dfrtp_1" \
    cts_made_buffers 5 \
    hold_path_class "input port to asynchronous set/reset pin" \
    synth.most_common_cell "buf_4" \
    first_pass_iters 2 \
    clk_path_buf_depth 2 \
    ys_seq_share 0.393 \
    drt-initial-drc-count 39 \
    grt_start_max_net_pins 34 \
    insertion_delay_ns 0.27 \
    final_max_slew_viol_count 0 \
    worstPathRequired_ns 0.80 \
    num_antenna_cells 0 \
    syn-cell-area_sq_mm 0.00210 \
    p_leak_nw 1.40 \
    cts.clk_slew.worst_paths_ns 0.05 \
    flop_cell "dfrtp_1" \
    cts.htree.levels 2 \
    dieHeight_um 129 \
    io_buffers 97 \
    path_max_fanout 2 \
    ant_nets 0 \
    path_class "flip-flop to output pin" \
    slowest_stage "dfrtp_1" \
    ir_drop_mv 0.597 \
    hold_ws_ns -0.121 \
    hold_violations 33 \
    cp_slowest_stage_delay_ns 0.39 \
    core_area_sq_mm 0.0115 \
    ys_area_sq_mm 0.00210 \
    finalCriticalPeriod_ns 1.09 \
    area_growth_pct 35.8 \
    hpwlAfterDp_um 3610 \
    cts_root_buffer "clkbuf_16" \
    synthTopCellsByCount "100 x buf_4, 33 x dfrtp_1, 27 x mux2_4" \
    fin_ws_ns -0.0904 \
    cp_common_cell "buf_6" \
    synth.top_cell.area_share 0.393 \
    syn-instance-count 171 \
    cts_sinks 33 \
    placed_area_sq_mm 0.00255 \
    synth_cell_type_count 10 \
    cp.arrival_ns 0.89 \
    async_flop_share 1.00 \
    cts_tree "done" \
    routed_wl_um 5050 \
    yosys_cells 171 \
    p_per_area_mw_per_mm2 1480 \
    skew_ns 0 \
    vias 1230 \
    fmax_mhz 917 \
    place_congestion 0.653 \
    antenna_found_initial 0 \
    die_w_um 129 \
    grt_pass1_vias 1368 \
    rows 39 \
    fp_util 0.183 \
    ys_ff 33 \
    fillCellCount 1193 \
    rsz0062_at_grt "yes" \
    ios 242 \
    ys_top_cells_by_area "dfrtp_1 39%, buf_4 36%, mux2_4 19%" \
    status "complete, but fails checks" \
    die-area_sq_mm 0.0166 \
    vias_per_cell 3.43 \
    fin_area_sq_mm 0.00286 \
    violations "hold timing, setup timing" \
    end_kind "output pin" \
    warning_count 39 \
    max_cap_violations 0 \
    edf_count 0 \
    grt_overflow_total 0 \
    grtUsageTotal 0.0549 \
    grt_pass1_wl_um 7470 \
    avgSynthCellArea_sq_um 12.3 \
    wire_per_inst_um 14.1 \
    setup-violations-final 20 \
    drive_above_1_share 0.657 \
    fin_crit_sh 1.09 \
    drc 0 \
]
==> metrics by stage <==
step / std cells / total power [W] / setup TNS (ns) / hold WS (ns) / setup WS [ns]
finish: 359 / 0.00423 / -1.51 / -0.121 / -0.0904
global route: 359 / 0.00447 / -2.76 / -0.108 / -0.130
CTS: 362 / 0.00434 / -1.96 / -0.115 / -0.103
detailed placement: 321 / 0.00250 / -1.81 / 0.178 / -0.0768
global placement: 321 / 0.00250 / -1.82 / 0.180 / -0.0739
floorplan: 176 / 0.00209 / 0 / -0.0956 / 0.122
==> cells by family (layout without fill, tap and decap cells) <==
family	Yosys count	after routing	synth area share
mux	30	30	0.209
simple gates	3	3	0.0101
other cells	1	6	0.00178
buf+inv	104	144	0.387
flops	33	33	0.393
==> routing by layer <==
layer  part of all wire  track usage
met1               0.39       0.0660
met3               0.12       0.0329
met5                  0            0
met4              0.020       0.0140
met2               0.47       0.0822
==> report_power, final <==
group,internal [W],total [W],switching (W)
combinational,0.000795,0.00104,0.000240
sequential,0.00146,0.00155,0.0000877
clock,0.00105,0.00164,0.000584
==> sequential cells by signal (all words and copies together), names as in the netlist <==
signal / count
waddr: 30
fiford: 1
fifowr: 1
hready: 1
==> layout make-up <==
type | count | area [sq um] | area share
clock inverter | 1 | 5.00 | 0.00175
timing repair buffer | 136 | 1210 | 0.424
clock buffer | 7 | 153 | 0.0534
multi-input combinational | 39 | 483 | 0.169
sequential | 33 | 826 | 0.289
tap | 143 | 179 | 0.0626
==> worst paths after layout <==
kind	start	to	slack (ns)	depth (start not counted)
worst max-delay path	waddr[6]	waddr[6]	-0.09	2
min in group clk0	rdata[11]	hrdata[11]	0.40	0
max in group asynchronous	hreset	waddr[26]	0.94	2
worst max register to register	waddr[6]	waddr[6]	-0.01	3
worst min-delay path	hreset	waddr[29]	-0.12	2
worst min register to register	waddr[27]	waddr[27]	0.53	1
==> worst max-delay path, delay by kind of cell, from the launching register on <==
family	cells	cell delay [ns]
flops	1	0.39
buf+inv	2	0.22
==> what timing repair did <==
| item | 4_1_cts | 5_1_grt |
|---|---|---|
| endpoints found under the setup margin | 63 | 71 |
| hold endpoints to repair | 33 | 33 |
| pin swaps | 0 | 0 |
| resized | 236 | 9 |
| setup buffers | 34 | 2 |
==> layout by cell type, fill, tap and decap left out <==
cell type        instances
buf_4                    5
dfrtp_1                 33
and2_1                   1
buf_12                   3
mux2_2                   3
clkinv_2                 1
buf_2                   46
clkdlybuf4s50_1         32
mux2_4                  27
conb_1                   6
clkbuf_8                 2
buf_6                   50
and3_1                   1
clkbuf_16                5
and3b_1                  1
Power figures rest on the tool's default switching activity, not on a simulated workload.
